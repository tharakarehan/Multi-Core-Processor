==> /design/flow/design.v <==
module regR(
    input clk,
    input write_en , 
    input [15:0]data_in,
    output reg [15:0]data_out
);
    always @(posedge clk)begin
        if (write_en == 1)               
            data_out <= data_in;
    end
endmodule
==> /design/flow/run.sh <==
#!/bin/bash
# OpenROAD 26Q1-2900-gdf79404cd8, Yosys 0.63+post, stock flow scripts
make -C /OpenROAD-flow-scripts/flow DESIGN_CONFIG=/design/flow/config.mk WORK_HOME=/design/flow/orfs finish
==> /design/flow/config.mk <==
export PLATFORM = sky130hd
export DESIGN_NAME = regR
export DESIGN_NICKNAME = regR
export VERILOG_FILES = /design/flow/design.v
export SDC_FILE = /design/flow/constraint.sdc
export NUM_CORES = 4
export LEC_CHECK = 1
export CORE_AREA = 10 10 71 71
export DIE_AREA = 0 0 81 81
==> /design/flow/constraint.sdc <==
current_design regR

set clk_period 1.0
set clk_io_pct 0.2

create_clock -name clk0 -period $clk_period [get_ports {clk}]

set non_clock_inputs [all_inputs -no_clocks]
set_input_delay [expr $clk_period * $clk_io_pct] -clock clk0 $non_clock_inputs
set_output_delay [expr $clk_period * $clk_io_pct] -clock clk0 [all_outputs]
==> results.json <==
{
  "drive_gt1_share_pct": 38.2,
  "reg_top3": "data_out x16",
  "area_delta_synth_final_pct": 79.7,
  "core_area_mm2": 0.00363,
  "fill_cells": 393,
  "arrival_ns": 0.90,
  "num_antenna_cells": 0,
  "firstDrtPassIters": 4,
  "cts.hold.buffers_added": 0,
  "logic_area_um2": 0,
  "vias": 288,
  "slew_headroom_pct": 90.1,
  "post_cts_resized": 45,
  "top_register": "data_out",
  "die-area_mm2": 0.00656,
  "holdWs_ns": 0.506,
  "clock.fmax_mhz": 1070,
  "syn_area_per_cell_um2": 30.0,
  "yosys_register_bits": 16,
  "crit_path_start_kind": "input pin",
  "antenna_found_initial": 0,
  "cts_tree": "done",
  "status": "completed",
  "rows": 22,
  "p_per_area_mw_per_mm2": 1640,
  "placed_area_um2": 898,
  "cts-root-buf": "clkbuf_8",
  "numCtsBuffers": 3,
  "vdd_ir_drop_max_mv": 0.403,
  "clockBufferDepth": 2,
  "preCtsSetupSlack_ns": -0.207,
  "cts_max_level": 1,
  "openroad.warnings": 25,
  "yosysWarnings": 1,
  "path_max_fanout": 14,
  "finalWorstSetupSlack_ns": 0.0611,
  "die_h_um": 81,
  "grt_setup_unrepaired": "no",
  "crit_slowest_cell": "clkdlybuf4s50_1",
  "grt_pass1_vias": 356,
  "yosysUniqueCellTypes": 1,
  "yosysChipArea_um2": 480,
  "drtIter0Drc": 14,
  "cp-end-kind": "flop",
  "ys_cells": 16,
  "p_total_mw": 1.42,
  "dieWidth_um": 81,
  "tightest_slew_ns": 0.148,
  "hold_violations": 0,
  "logic_gate_count": 0,
  "fp_util_pct": 13.2,
  "hp-start": "data_in[11]",
  "setup_viol": 0,
  "utilization_pct": 23.8,
  "hold_end": "data_out[11]$_DFFE_PP_",
  "syn_inst": 16,
  "io_pins": 34,
  "largest_reg_flops": 16,
  "p_leak_nw": 0.324,
  "dpl.hpwl_um": 1050,
  "path_cells": "clkdlybuf4s50_1, buf_12",
  "hp-class": "in -> reg",
  "post_cts_buffers": 0,
  "post_drt_wl_per_cell_um": 12.4,
  "cts_sinks": 16,
  "track_usage_pct": 3.81,
  "crit_family": "buffers and inverters",
  "hold_depth": 1,
  "ant_nets": 0,
  "crit_required_ns": 0.96,
  "portBuffers": 33,
  "ys_seq_share_pct": 100,
  "final-max-slew-violation-count": 0,
  "crit_type": "in -> reg",
  "gp_congestion": 0.690,
  "post-route-period-util_pct": 93.9,
  "routed_via_density": 2.80,
  "min_period_ns": 0.939,
  "design_area_um2": 863,
  "max_stage_delay_ns": 0.53,
  "maxCapViolations": 0,
  "synth.cell_area_um2": 480,
  "grt_max_degree": 15,
  "wirelength_um": 1270,
  "grt_overflow": 0,
  "drc_errors": 0,
  "grt_pass1_wl_um": 1860,
  "clk_pin_slew_ns": 0.06,
  "critical_path_buf_inv_count": 2
}
-- worst max-delay path by stage --
stage                 slack (ns)                   start  cells after the start                      to
after CTS                  0.006  data_out[14]$_DFFE_PP_                      1            data_out[14]
after global routing        0.02  data_out[10]$_DFFE_PP_                      1            data_out[10]
final                       0.06                write_en                      2  data_out[13]$_DFFE_PP_
-- cell usage in the layout, fill, tap and decap left out --
| cell | synthesis | final |
|---|---|---|
| edfxtp_1 | 16 | 16 |
| clkdlybuf4s50_1 | 0 | 17 |
| buf_2 | 0 | 13 |
| clkbuf_2 | 0 | 3 |
| clkinv_1 | 0 | 1 |
| buf_4 | 0 | 1 |
| clkbuf_8 | 0 | 3 |
| buf_12 | 0 | 1 |
-- metal layers --
layer | track usage, % | vias up | wire length (um)
met5 | 0 | - | 0
met4 | 0.692 | 0 | 0
met3 | 2.45 | 0 | 160
met2 | 5.81 | 18 | 610
met1 | 4.54 | 127 | 504
li1 | - | 143 | -
-- kinds of logic (layout without fill, tap and decap cells) --
logic type  Yosys count  after routing  share of synthesized area (%)
buf+inv               0             39                              0
flops                16             16                            100
-- stage by stage --
step           instances  TNS [ns]
6_report             103         0
5_1_grt              103         0
4_1_cts              103         0
3_5_place_dp          99     -3.24
3_3_place_gp          99     -2.93
2_1_floorplan         16         0
-- where the power goes --
part | switching (mW) | internal (mW)
Clock | 0.208 | 0.272
Combinational | 0.0304 | 0.0980
Sequential | 0.0113 | 0.797
-- final cells by class --
type                  count  area [um2]  area share, %
sequential               16         480           55.7
timing repair buffer     35         278           32.2
clock inverter            1        3.75          0.435
clock buffer              3        41.3           4.78
tap                      48        60.1           6.96
-- synthesized netlist by cell type --
cell type | instances | area share [%]
edfxtp_1 | 16 | 100
Power figures rest on the tool's default switching activity, not on a simulated workload.
